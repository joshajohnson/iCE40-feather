--- design/flow/run.sh ---
#!/bin/bash
# OpenROAD 26Q1-2900-gdf79404cd8, Yosys 0.63+post, stock flow scripts
make -C /OpenROAD-flow-scripts/flow DESIGN_CONFIG=/design/flow/config.mk WORK_HOME=/design/flow/orfs finish
--- design/flow/config.mk ---
export PLATFORM = sky130hd
export DESIGN_NAME = pwm
export DESIGN_NICKNAME = pwm
export VERILOG_FILES = /design/flow/design.v
export SDC_FILE = /design/flow/constraint.sdc
export NUM_CORES = 4
export LEC_CHECK = 1
export CORE_AREA = 10 10 99 99
export DIE_AREA = 0 0 109 109
--- design/flow/constraint.sdc ---
current_design pwm

set clk_period 1.9
set clk_io_pct 0.2

create_clock -name clk0 -period $clk_period [get_ports {clk}]

set non_clock_inputs [all_inputs -no_clocks]
set_input_delay [expr $clk_period * $clk_io_pct] -clock clk0 $non_clock_inputs
set_output_delay [expr $clk_period * $clk_io_pct] -clock clk0 [all_outputs]
--- design/flow/design.v ---
`default_nettype none
module clk_div_hz #(
	parameter integer FREQUENCY = 1
	)(
	input clk,
	input rst,
	input enable,
	output reg dividedClk = 0,
	output reg dividedPulse = 0
);	
	localparam CLK_FREQ = 32'd12_000_000;
	localparam THRESHOLD = CLK_FREQ / FREQUENCY / 2;
	reg [31:0] counter = 0;
	always @(posedge clk) begin
		if (rst || (counter >= THRESHOLD - 1)) begin
			counter <= 0;
			dividedPulse <= (1 & dividedClk);
		end
		else if (enable) begin
			counter <= counter + 1;
			dividedPulse <= 0;
		end
	end
	always @(posedge clk) begin
		if (rst) begin
			dividedClk <= 0;
		end
		else if (counter >= THRESHOLD - 1) begin
			dividedClk <= ~dividedClk;
		end
	end
endmodule
`default_nettype none
module pwm #(
	parameter integer FREQUENCY = 1000
	)(
    input clk,
    input rst,
    input enable,
    input [7:0] dutyCycle,
    output out,
    output nOut
);
	wire dividedPulse;
	reg [0:7] counter = 0;
	reg out;
	wire nOut;
	always @(posedge clk) begin
		if (rst) begin
			counter <= 0;
		end
		else if (dividedPulse && enable) begin
			counter <= counter + 1;
		end
	end
	always @(posedge clk) begin
		if (rst) begin
			out <= 0;
		end
		else if ((counter < dutyCycle) && enable) begin
			out <= 1;
		end
		else if ((counter >= dutyCycle) && enable) begin
			out <= 0;
		end
	end
	assign nOut = ~out;
	clk_div_hz #(
			.FREQUENCY(FREQUENCY * 256)
		) inst_clockDividerHz (
			.clk        	(clk),
			.rst        	(rst),
			.enable     	(enable),
			.dividedClk 	(),
			.dividedPulse	(dividedPulse)
		);
endmodule
==> run notes <==
Implementation numbers.

- The run finished with clean final reports.
- The final sum of negative setup slack reads 0 ps.
- The number of vias in the routed layout is between 900 and 1,000.
- The sequential share of power reads 0.581.
- The effective utilization at floorplan is 0.1966.
- The number of antenna violations at the first check in global routing reads 0.
- The share of the synthesized area in the top cell type reads 0.5535.
- The share of async-settable or async-resettable flops after synthesis reads 0.
- The final max-slew violation count recorded for this run is 0.
- The root buffer cell is sky130_fd_sc_hd__clkbuf_8.
- The die is 109 µm wide.
- The final count of negative-setup-slack endpoints is 0.
- The type of origin of the critical path reads a flip-flop.
- The total die size is 11,880 µm².
- The power density normalized to cell area is slightly above 800 nW/µm².
- Input and output buffers added on the ports amount to 12.
- The total overflow reported by the global router reads 0.
- The fraction of layout instances using a drive strength above 1 reads 0.1237.
- In the global route stage, overall resource usage came out at 0.03802.
- On the final layout, the worst clock skew is 5.922 ps.
- The sum of routed wire length over all layers reads 2153 µm.
- The internal power summed over all cells is ~1.3 mW.
- The number of flops mapped to enable cells by yosys reads 1.
- Setup repair after global routing left no endpoint under its margin.
- The violation tally from detailed-route iteration zero reads 20.
- The cell count after synthesis reads 138.
- The number of distinct standard cells referenced by the synthesized netlist is 34.
- Buffers inserted during clock tree synthesis total 5.
- The clock tree buffer depth reads 2.
- Per the synth log, the flip-flop and latch total comes to 43.
- The number of fill cells is 802.
- The congestion estimate from routability-driven global placement came to 0.7571.
- Yosys attributes the largest share of cell area to sky130_fd_sc_hd__dfxtp_1 (55%), sky130_fd_sc_hd__ha_1 (9.1%), sky130_fd_sc_hd__xor2_1 (4.6%).
- Summed over all cells, the static leakage comes to around 0.84 nW.
- The type of element capturing the critical path is a flip-flop.
- The largest net degree at the start of global routing is 14.
- For reference, the most critical setup path is categorized as reg -> reg.
- The highest fanout seen on the critical path is 3.
- Per the post-synthesis stats, the area per cell is 11.01 µm².
- The final-report hold violation count reads 0.
- Of the synthesized area, sequential elements account for 0.5733.
- The switching part of the total power reads 0.2017.
- In this run the remaining antenna-violating nets after routing total 0.
- The worst hold-check path type is reg -> reg.
- In the final layout, flip-flops and latches occupy 872.1 µm².
- The minimum clock period after layout is approximately 1800 ps.
- The highest attainable clock frequency is 564.8 MHz.
- The maximum resistive drop on vdd is 0.0003735 V.
- Of the available clock period, the critical path in the final layout requires 0.9319.
- The proportion of power drawn by the clock network is 0.373.
- The predominant post-synthesis flop cell is sky130_fd_sc_hd__dfxtp_1.
- The Yosys step of the flow raised 2 warnings.
- The total core area reads 7727 µm².
- The growth of design area from synthesis to finish reads 31.63%.
- For this design, Yosys synthesis ends with a cell count of 138.
- The average wire length per cell after detail routing reads 7.476 µm.
- The number of clock sinks reads 43.
- The combinational share of power is 0.046.
- The count of max-cap constraint violations reads 0.
- The biggest area consumer among synthesized cells reads sky130_fd_sc_hd__dfxtp_1.
- The number of warnings in the stage logs reads 28.
- The data arrival time of the critical path reads 1820 ps.
- The CTS tree reads done.
- Dividing the detail-routed via count by the number of cells gives 3.351.
- The data required time at the worst endpoint is around 2000 ps.
- The number of global-route vias before repair is 871.
- As reported, the later end of the worst-skew pair has a clock insertion delay of roughly 290 ps.
- The clock tree synthesis step divided the H-tree into 2 levels.
- TritonRoute reported its final design rule violation total as 0.
- The number of top-level pins reads 13.
- The yosys synthesis chip area is 1519 µm².
- The die outline height reads 109 µm.
- In the CTS report, the clock slew at the register clock pins of the worst setup and hold paths is listed as 80 ps.
- The post-synthesis instance area is 1519 µm².
- The net switching power in the latest report is approximately 330 µW.
- Leaving out buffers and inverters, the combinational logic in the layout accounts for 690.7 µm².
- After detailed placement, the design holds a cell count of 280.
- The dominant cell by count in the synthesized netlist is sky130_fd_sc_hd__dfxtp_1.
- The first-pass GRT wire length is 3746 µm.
- According to the report, the first pass of detailed routing completed in 4 iterations.
- The number of antenna cells inserted reads 0.
- The number of non-filler instances in the completed layout reads roughly 290.
- The final HPWL from detailed placement is 1652 µm.
- The commonest cells after synthesis are sky130_fd_sc_hd__dfxtp_1 (42), sky130_fd_sc_hd__nor2_1 (14), sky130_fd_sc_hd__ha_1 (11), sky130_fd_sc_hd__inv_1 (11), sky130_fd_sc_hd__xor2_1 (8).
- The row count reads 32.
[cells by family (layout without fill, tap and decap cells)]
kind of cell	count (synthesis)	after routing	synth area share
and+or+nand+nor	44	44	0.1672
DFF	43	43	0.5733
buffers and inverters	15	37	0.04365
AOI/OAI and AO/OA	13	13	0.05848
adders and majority gates	11	11	0.09061
xor gates and xnor gates	10	10	0.05766
other	1	27	0.002469
muxes	1	1	0.006590
[area by class of cell]
class / instances / share of cell area
Clock buffer: 7 / 0.04819
Clock inverter: 1 / 0.003129
Inverter: 11 / 0.02065
Multi-Input combinational cell: 106 / 0.3454
Sequential cell: 43 / 0.4362
Tap cell: 102 / 0.06383
Timing Repair Buffer: 18 / 0.08260
[critical path, cell delays in order, from the launching register on]
cell                      delay (ps)
sky130_fd_sc_hd__dfxtp_2         330
sky130_fd_sc_hd__inv_1            40
sky130_fd_sc_hd__ha_2            170
sky130_fd_sc_hd__o21a_1          160
sky130_fd_sc_hd__o21a_1          200
sky130_fd_sc_hd__or4_4           420
sky130_fd_sc_hd__or2_1           230
[stage by stage]
step | hold WS [ps] | util | cell area (µm²) | setup WS [ps] | power, mW
finish | 506.6 | 0.2587 | 1999 | 129.4 | 1.650
detailed placement | 492.3 | 0.2443 | 1888 | -53.74 | 1.055
global placement | 488.7 | 0.2443 | 1888 | -5.723 | 1.052
global route | 532.9 | 0.2587 | 1999 | 22.44 | 1.740
CTS | 505.5 | 0.2576 | 1991 | 69.45 | 1.680
floorplan | 462.4 | - | 1620 | -10.68 | 1.015
[state kept, by name, indices dropped and copies added, names as in the netlist]
signal / cells
out: 1
inst_clockDividerHz.dividedPulse: 1
counter: 8
inst_clockDividerHz.counter: 32
inst_clockDividerHz.dividedClk: 1
[layer usage]
metal | vias up | part of all wire | global-route usage
li1 | 532 | - | -
met1 | 415 | 0.50 | 0.05061
met2 | 13 | 0.41 | 0.05656
met3 | 5 | 0.078 | 0.01673
met4 | 0 | 0.014 | 0.007533
met5 | - | 0 | 0
[final timing paths]
kind | from | slack [ps] | cells past startpoint | end
worst max-delay path | inst_clockDividerHz.counter[0] | 130 | 6 | inst_clockDividerHz.dividedPulse
worst min-delay path | counter[0] | 510 | 2 | counter[0]
worst max register to register | inst_clockDividerHz.counter[0] | 130 | 6 | inst_clockDividerHz.dividedPulse
worst min register to register | counter[0] | 510 | 2 | counter[0]
[power by group through the flow]
stage | clock, mW | sequential (mW) | combinational [mW]
CTS | 0.646 | 0.957 | 0.0774
global route | 0.691 | 0.962 | 0.0877
finish | 0.616 | 0.958 | 0.0758
[cell usage in the layout, fill, tap and decap left out, drive strengths merged]
cell type	Yosys	layout
a211o	1	1
a211oi	1	1
a21o	1	1
a21oi	2	2
a31oi	2	2
and2	2	2
and3	1	1
buf	2	6
clkbuf	2	7
clkdlybuf4s50	0	12
conb	1	27
dfxtp	42	42
edfxtp	1	1
ha	11	11
inv	11	12
mux2i	1	1
nand2	5	5
nand2b	1	1
nand3	2	2
nand4	6	6
nor2	14	14
nor2b	1	1
nor3	2	2
nor4	6	6
o21a	3	3
o21ai	3	3
or2	1	1
or3	2	2
or4	1	1
xnor2	2	2
xor2	8	8
[what timing repair did]
action,CTS,global route
hold buffers,0,0
setup endpoints to repair,0,2
resized,0,1
setup buffers,0,0
No activity file was given, so power comes from the tool's default toggle rates.
