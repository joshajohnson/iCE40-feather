==> flow/run.sh <==
#!/bin/bash
# OpenROAD 26Q1-2900-gdf79404cd8, Yosys 0.63+post, stock flow scripts
make -C /OpenROAD-flow-scripts/flow DESIGN_CONFIG=/design/flow/config.mk WORK_HOME=/design/flow/orfs finish
==> flow/config.mk <==
export PLATFORM = sky130hd
export DESIGN_NAME = uart_rx
export DESIGN_NICKNAME = uart_rx
export VERILOG_FILES = /design/flow/design.v
export SDC_FILE = /design/flow/constraint.sdc
export NUM_CORES = 4
export LEC_CHECK = 1
export CORE_UTILIZATION = 30
==> flow/constraint.sdc <==
current_design uart_rx

set clk_period 2.6
set clk_io_pct 0.2

create_clock -name clk0 -period $clk_period [get_ports {clk}]

set non_clock_inputs [all_inputs -no_clocks]
set_input_delay [expr $clk_period * $clk_io_pct] -clock clk0 $non_clock_inputs
set_output_delay [expr $clk_period * $clk_io_pct] -clock clk0 [all_outputs]
==> flow/design.v <==
`default_nettype none
module clk_div_hz #(
	parameter integer FREQUENCY = 1
	)(
	input clk,
	input rst,
	input enable,
	output reg dividedClk = 0,
	output reg dividedPulse = 0
);	
	localparam CLK_FREQ = 32'd12_000_000;
	localparam THRESHOLD = CLK_FREQ / FREQUENCY / 2;
	reg [31:0] counter = 0;
	always @(posedge clk) begin
		if (rst || (counter >= THRESHOLD - 1)) begin
			counter <= 0;
			dividedPulse <= (1 & dividedClk);
		end
		else if (enable) begin
			counter <= counter + 1;
			dividedPulse <= 0;
		end
	end
	always @(posedge clk) begin
		if (rst) begin
			dividedClk <= 0;
		end
		else if (counter >= THRESHOLD - 1) begin
			dividedClk <= ~dividedClk;
		end
	end
endmodule
`default_nettype none
module uart_rx(
    input wire clk,
    input wire rst,
    input wire uart_rx,
    output reg ready,
    output reg [7:0] data
);
	localparam BAUD_RATE = 9600;
	localparam [3:0] IDLE 	= 4'b0000;
	localparam [3:0] START 	= 4'b0001;
	localparam [3:0] BIT0 	= 4'b0010;
	localparam [3:0] BIT1 	= 4'b0011;
	localparam [3:0] BIT2 	= 4'b0100;
	localparam [3:0] BIT3 	= 4'b0101;
	localparam [3:0] BIT4 	= 4'b0110;
	localparam [3:0] BIT5 	= 4'b0111;
	localparam [3:0] BIT6 	= 4'b1000;
	localparam [3:0] BIT7 	= 4'b1001;
	localparam [3:0] STOP 	= 4'b1010;
	reg [3:0] state = 0;
	reg [3:0] next_state = 0;
	always @(*) begin
		state <= next_state;
	end
	always @(posedge clk) begin
		case (state)
			IDLE : begin
				ready <= 1'b0;
				if (uart_edge) begin
					next_state <= START;
					data[7:0] <= 8'b0;
					clk_rst <= 1'b0;
				end
			end
			START : begin
				if (sample_now)
					next_state <= BIT0;
			end
			BIT0 : begin
				if (sample_now) begin
					data[0] <= uart_buf[1];
					next_state <= BIT1;
				end
			end
			BIT1 : begin
				if (sample_now) begin
					data[1] <= uart_buf[1];
					next_state <= BIT2;
				end
			end
			BIT2 : begin
				if (sample_now) begin
					data[2] <= uart_buf[1];
					next_state <= BIT3;
				end
			end
			BIT3 : begin
				if (sample_now) begin
					data[3] <= uart_buf[1];
					next_state <= BIT4;
				end
			end
			BIT4 : begin
				if (sample_now) begin
					data[4] <= uart_buf[1];
					next_state <= BIT5;
				end
			end
			BIT5 : begin
				if (sample_now) begin
					data[5] <= uart_buf[1];
					next_state <= BIT6;
				end
			end
			BIT6 : begin
				if (sample_now) begin
					data[6] <= uart_buf[1];
					next_state <= BIT7;
				end
			end
			BIT7 : begin
				if (sample_now) begin
					data[7] <= uart_buf[1];
					next_state <= STOP;
				end
			end
			STOP : begin
				if (sample_now) begin
					ready <= 1'b1;
					next_state <= IDLE;
				end
			end
			default: next_state <= IDLE;
		endcase
	end
	reg uart_buf [1:0];
	reg uart_edge = 0;
	always @(posedge clk) begin
		uart_buf[0] <= uart_rx;
		uart_buf[1] <= uart_buf[0];
		uart_edge <= (uart_buf[0] == 1'b0 && uart_buf[1] == 1'b1) ? 1 : 0;
	end
	wire dividedPulse;
	reg sample_now = 0;
	reg clk_rst = 1'b1;
	clk_div_hz #(
			.FREQUENCY(BAUD_RATE * 2)
		) inst_clockDividerHz (
			.clk        	(clk),
			.rst        	(clk_rst),
			.enable     	(1'b1),
			.dividedClk 	(),
			.dividedPulse	(dividedPulse)
		);
	reg counter = 1;
	always @(posedge clk) begin
		sample_now <= counter && dividedPulse; 
		if (dividedPulse) begin
			counter <= counter + 1;
		end
	end
endmodule
==> qor.txt <==
reg-to-reg critical path startpoint: next_state[3]$_DFFE_PP_
Final Skew: 0.01017 ns
Die Ht: 81.10 um
Max VDD drop: 0.0003358 V
DRC: 0
register share after synthesis: 64.53%
Buf+Inv Stages, Crit Path: 1
final max-slew violation count: 0
Lkg Pwr: 0.8111 nW
crit path capture type: flip-flop
maxcap violations: 0
Late-Pin Clk Latency: 0.30 ns
Log Warnings: 26
average vias per placed instance: 4.263
RSZ-0062 raised after global routing: false
Slowest cell on crit path: edfxtp_1
GRT Total Usage: 9.215%
post-route minimum period: 1.744 ns
HPWL after DPL: 1696 um
Wirelength per Cell: 9.277 um
htree depth: 2
vias in the first global route: 1065
Final Hold Violation Tally: 0
hold_buf cts: 0
net switching power: 0.5793 mW
critical path type: flip-flop to flip-flop
Hold Path Depth: 0
Startpoint Class: flip-flop
R2R depth: 4
Post-synth area hogs: dfxtp_1 41%, edfxtp_1 24%, nor2_1 6.0%, nor3_1 2.4%, xnor2_1 2.3%
drt pass-1 iters: 4
Final Total Pwr: 1.886 mW
CP arrival: 1.73 ns
postcts setup bufs: 0
power share of the combinational group: 16.2%
hold slack: 0.3581 ns
Slew Limit Headroom: 60.70%
Net Sw Frac: 30.72%
Hold/Removal Path Class: flip-flop to flip-flop
largest net degree at the start of global routing: 21
grt total ovfl: 0
fmax: 0.5733 GHz
flip-flops with a built-in enable: 15
Die X-Extent: 81.10 um
Routed WL: 2579 um
maximum fanout along the worst path: 17
Chip Area, Yosys: 1877 um^2
Cell Type Count: 38
Cells after Synth: 171
part of the power in registers: 60.0%
1st-iter DRT viols: 72
delay-heaviest family, CP: flip-flops
leading area contributor after synthesis: dfxtp_1
core area: 5991 um^2
Power Internal: 1.307 mW
Fin Setup TNS: 0 ns
Max-area cell share: 40.53%
Final ANT Viol Nets: 0
synth warn: 3
Worst-Margin Slew: 0.5895 ns
routability cong.: 0.7587
Ports: 12
FFs w/ async S/R, synth: 0%
TritonCTS Buffers: 5
share of cells above drive strength 1: 6.897%
FF-to-FF setup slack: 0.86 ns
min-delay src: uart_buf[0]$_DFF_P_
FP Util: 31.33%
diode count: 0
global-route wire length before repair: 4671 um
Mapped Area: 1877 um^2
worst-path cell chain: inv_1 -> nor2_1 -> a21oi_1 -> nor4_1
Post-synth top flop: dfxtp_1
TritonCTS clock tree: built
Longest Clk Path Bufs: 2
worst hold path endpoint: uart_buf[1]$_DFF_P_
post-CTS sizing: 0
number of port buffers: 10
Worst-path clk slew: 0.09 ns
Setup violations, final: 0
Synth top cell by count: dfxtp_1
Synth top cells by count: 38 x dfxtp_1, 30 x nor2_1, 15 x edfxtp_1, 9 x nand2_1, 9 x nor3_1
row count: 28
Area growth, synth to finish: 17.47%
root buf cell: clkbuf_8
Pwr Density: 855.4 nW/um^2
Tcrit/Tclk final: 67.09%
Yosys reg bits: 53
die area: 6576 um^2
DR vias: 1185
ys cells: 171
CP Data Required Time: 2.59 ns
initial antenna violation count: 0
Clk pwr share: 23.8%
outcome: finished, final reports clean
clk sinks: 53
syn avg cell area: 10.98 um^2
Critical Path Max Stage Delay: 0.68 ns
worst reg2reg endpoint: data[6]$_SDFFCE_PN0P_
==> worst max path at each step <==
stage | slack [ns] | to | startpoint | cells after the start
6_report | 0.86 | data[6]$_SDFFCE_PN0P_ | next_state[3]$_DFFE_PP_ | 4
5_1_grt | 0.67 | data[1]$_SDFFCE_PN0P_ | next_state[1]$_DFFE_PP_ | 3
4_1_cts | 0.86 | inst_clockDividerHz.dividedPulse$_SDFF_PN0_ | inst_clockDividerHz.counter[0]$_SDFF_PP0_ | 5
==> state kept, by name, summed over array words and instances, names as in the netlist <==
signal,flops
uart_edge,1
uart_buf,2
data,8
inst_clockDividerHz.dividedPulse,1
ready,1
inst_clockDividerHz.dividedClk,1
inst_clockDividerHz.counter,32
counter,1
next_state,4
sample_now,1
clk_rst,1
==> cells in the final DEF, fill, tap and decap left out, drive strengths merged <==
cell type       n
or2             1
clkbuf          5
nor2           30
a2bb2oi         1
inv             6
and3            5
nand3b          1
a31oi           1
o22ai           1
nand2b          4
dfxtp          38
ha              1
nor2b           2
o22a            1
edfxtp         15
mux2            1
nor3            9
o32a            1
and2            2
conb           24
a2111oi         1
o21ai           2
mux2i           1
nor4            7
nand3           3
clkinv          1
xnor2           5
nand2           9
a22oi           1
clkdlybuf4s50  10
a2111o          1
o21a            1
xor2            3
nand4           2
a21oi           6
a211oi          1
==> per-stage QoR <==
step / setup slack (ns) / instances / util (%) / instance area, um^2
2_1_floorplan: 1.045 / 194 / - / 1963
3_3_place_gp: 0.8573 / 270 / 35.32 / 2116
3_5_place_dp: 0.8842 / 270 / 35.32 / 2116
4_1_cts: 0.8561 / 278 / 36.80 / 2205
5_1_grt: 0.6701 / 278 / 36.80 / 2205
6_report: 0.8556 / 278 / 36.80 / 2205
==> cell type report <==
class,count,area (um^2)
fillers,586,3786
clock inverters,3,20.02
inverters,4,15.01
repair buffers,10,100.1
multi-input cells,128,695.7
flip-flops and latches,53,1211
clock buffers,5,68.82
well taps,75,93.84
==> per-layer routing <==
metal	global-route usage, %	share of wire [%]	up-vias
met2	13.19	41	20
li1	-	-	631
met1	14.91	52	530
met5	0	0	-
met3	2.166	4.1	4
met4	1.429	2.1	0
==> logic make-up (layout without fill, tap and decap cells) <==
family / Yosys count / after routing / share of synthesized area [%]
buf+inv: 13 / 22 / 3.000
xor+xnor: 8 / 8 / 3.733
fa+ha+maj: 1 / 1 / 0.6666
simple gates: 75 / 75 / 20.20
other cells: 1 / 24 / 0.1998
mux: 2 / 2 / 1.133
compound gates: 18 / 18 / 6.535
flops: 53 / 53 / 64.53
==> worst register-to-register path: cells and delay by family, from the launching register on <==
kind / cells / cell delay [ns]
compound gates: 1 / 0.07
buf+inv: 1 / 0.21
flops: 1 / 0.68
simple gates: 2 / 0.48
==> power by group through the flow <==
| stage | Sequential [mW] | Clock [mW] | Combinational (mW) |
|---|---|---|---|
| 4_1_cts | 1.13 | 0.474 | 0.307 |
| 5_1_grt | 1.16 | 0.504 | 0.354 |
| 6_report | 1.13 | 0.449 | 0.305 |
No activity file was given, so power comes from the tool's default toggle rates.
