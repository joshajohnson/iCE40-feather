$ cat flow/config.mk
export PLATFORM = sky130hd
export DESIGN_NAME = top
export DESIGN_NICKNAME = top
export VERILOG_FILES = /design/flow/design.v
export SDC_FILE = /design/flow/constraint.sdc
export NUM_CORES = 4
export LEC_CHECK = 1
export CORE_UTILIZATION = 40
$ cat flow/constraint.sdc
current_design top

set clk_period 2.9
set clk_io_pct 0.2

create_clock -name clk0 -period $clk_period [get_ports {clk}]

set non_clock_inputs [all_inputs -no_clocks]
set_input_delay [expr $clk_period * $clk_io_pct] -clock clk0 $non_clock_inputs
set_output_delay [expr $clk_period * $clk_io_pct] -clock clk0 [all_outputs]
$ cat flow/run.sh
#!/bin/bash
# OpenROAD 26Q1-2900-gdf79404cd8, Yosys 0.63+post, stock flow scripts
make -C /OpenROAD-flow-scripts/flow DESIGN_CONFIG=/design/flow/config.mk WORK_HOME=/design/flow/orfs finish
$ cat flow/design.v
`default_nettype none
module clk_div_hz #(
	parameter integer FREQUENCY = 1
	)(
	input clk,
	input rst,
	input enable,
	output reg dividedClk = 0,
	output reg dividedPulse = 0
);	
	localparam CLK_FREQ = 32'd12_000_000;
	localparam THRESHOLD = CLK_FREQ / FREQUENCY / 2;
	reg [31:0] counter = 0;
	always @(posedge clk) begin
		if (rst || (counter >= THRESHOLD - 1)) begin
			counter <= 0;
			dividedPulse <= (1 & dividedClk);
		end
		else if (enable) begin
			counter <= counter + 1;
			dividedPulse <= 0;
		end
	end
	always @(posedge clk) begin
		if (rst) begin
			dividedClk <= 0;
		end
		else if (counter >= THRESHOLD - 1) begin
			dividedClk <= ~dividedClk;
		end
	end
endmodule
`default_nettype none
module debounce(
    input clk,
    input button,
    output button_db,
    output reg button_rising,
    output reg button_falling
);
	wire dbPulse;
	reg [7:0] shiftReg = 0;
	reg [1:0] shiftRegDb = 0;
	reg [1:0] inputShift = 0;
	always @(posedge clk) begin
		inputShift[0] <= button;
		inputShift[1] <= inputShift[0];	
	end
	always @(posedge clk) begin
		if (dbPulse) begin
			shiftReg[7:0] <= {shiftReg[6:0], inputShift[1]};
		end
	end
	assign button_db = &shiftReg[7:0];
	always @(posedge clk) begin
		shiftRegDb[1:0] <= {shiftRegDb[0], button_db};
		if (shiftRegDb == 2'b01) begin
			button_rising <= 1'b1;
		end else begin
			button_rising <= 1'b0;
		end
		if (shiftRegDb == 2'b10) begin
			button_falling <= 1'b1;
		end else begin
			button_falling <= 1'b0;
		end
	end
	clk_div_hz #(
			.FREQUENCY(200)
		) inst_clockDividerHz (
			.clk        	(clk),
			.rst        	(1'b0),
			.enable     	(1'b1),
			.dividedClk 	(),
			.dividedPulse	(dbPulse)
		);
endmodule
`default_nettype none
module led_matrix(
    input clk,
    input [35:0] img,
    output [5:0] row,
    output [5:0] col
);
	wire dividedPulse;
	parameter DIM_X = 6;
	parameter DIM_Y = 6;
	reg [2:0] rowCnt = 0;
	reg [5:0] colOut = 0;
	always @(posedge clk) begin
		if (dividedPulse) begin
			if (rowCnt < DIM_Y - 1) begin
				rowCnt <=  rowCnt + 1;
			end else begin
				rowCnt <= 0;
			end
		end 
	end
	always @(posedge clk) begin
		case (rowCnt)
			3'd0: colOut = img [5:0];
			3'd1: colOut = img [11:6];
			3'd2: colOut = img [17:12];
			3'd3: colOut = img [23:18];
			3'd4: colOut = img [29:24];
			3'd5: colOut = img [35:30];
			default: colOut = 6'b000000;
		endcase
	end
	assign row = 1 << rowCnt;
	assign col = ~colOut;
	clk_div_hz #(
			.FREQUENCY(3600)
		) inst_clockDividerHz (
			.clk        	(clk),
			.rst        	(1'b0),
			.enable     	(1'b1),
			.dividedClk 	(),
			.dividedPulse	(dividedPulse)
		);
endmodule
`default_nettype none
module top(
    input clk,
    input btn_up,
    input btn_left,
    input btn_right,
    input btn_down,
    output wire [5:0] row,
    output wire [5:0] col
);
	wire btn_up_rising, btn_left_rising, btn_right_rising, btn_down_rising;
	reg error 		= 0;
	reg reset_game 	= 1;
	reg clk_1Hz_rst = 0;
	localparam DIM_X = 6;
	localparam DIM_Y = 6;
	localparam IDLE 	= 4'b0000;
	localparam BEGIN 	= 4'b0010;
	localparam PLAY 	= 4'b0100;
	localparam END 		= 4'b1000;
	reg [3:0] state = IDLE;
	reg [3:0] next_state;
	reg [3:0] display = 0;
	reg [2:0] countdown = 0;
	localparam START	= 4'b0000;
	localparam ONE		= 4'b0001;
	localparam TWO		= 4'b0010;
	localparam THREE	= 4'b0011;
	localparam GAME 	= 4'b0100;
	localparam DEAD 	= 4'b1000;
	always @(*) begin
		state <= next_state;
	end
	always @(posedge clk) begin
		case (state)
			IDLE : begin
				display <= START;
				clk_1Hz_rst <= 1;
				if (btn_up_rising || btn_right_rising || btn_left_rising || btn_down_rising) begin
					next_state <= BEGIN;
					reset_game <= 0;
					countdown <= 3;
				end
			end
			BEGIN : begin
				clk_1Hz_rst <= 0;
				display <= countdown;
				if (pulse_1Hz) begin
					countdown <= countdown - 1;
				end
				if (countdown == 0) begin
					next_state <= PLAY;
				end
			end
			PLAY : begin
				display <= GAME;
				if (error) begin
					next_state <= END;
				end
			end
			END : begin
				display <= DEAD;
				if (btn_up_rising || btn_left_rising || btn_right_rising || btn_down_rising) begin
					next_state <= IDLE;
					reset_game <= 1;
				end
			end
			default: next_state <= IDLE;
		endcase
	end
	localparam UP 		= 4'b0001;
	localparam DOWN 	= 4'b0010;
	localparam LEFT 	= 4'b0100;
	localparam RIGHT 	= 4'b1000;
	reg [3:0] direction, prev_direction;
	reg [2:0] pos_x = 0;
	reg [2:0] pos_y = 0;
	always @(posedge clk) begin
		if (reset_game) begin
			direction <= (1<<start_dir);  
		end else if (btn_up_rising && ~(prev_direction == DOWN)) begin
			direction <= UP;
		end else if (btn_left_rising && ~(prev_direction == RIGHT)) begin
			direction <= LEFT;
		end else if (btn_right_rising && ~(prev_direction == LEFT)) begin
			direction <= RIGHT;
		end else if (btn_down_rising && ~(prev_direction == UP)) begin
			direction <= DOWN;
		end 
	end
	always @(posedge clk) begin
		if(pulse_1Hz) begin
			prev_direction <= direction;
		end
	end
	wire pulse_1Hz;
	always @(posedge clk) begin
		if (reset_game) begin
			error <= 1'b0;
			pos_x <= start_x + 1;  
			pos_y <= start_y + 1;
		end else if (pulse_1Hz && (state == PLAY)) begin
			case(direction)
			UP: 	if (pos_y < DIM_Y) begin
						if (pos_y < DIM_Y - 1) begin
							pos_y <= pos_y + 1;
							error <= 1'b0;
						end else begin
							error <= 1'b1;
						end
					end 
			LEFT: 	if (pos_x >= 0) begin
						if (pos_x > 0) begin
							pos_x <= pos_x - 1;
							error <= 1'b0;
				  		end else begin
				  			error <= 1'b1;
				  		end
				  	end 
			RIGHT: 	if (pos_x < DIM_X) begin
						if (pos_x < DIM_X - 1) begin
							pos_x <= pos_x + 1;
							error <= 1'b0;
						end else begin
							error <= 1'b1;
						end
					end
			DOWN: 	if (pos_y >= 0) begin
						if (pos_y > 0) begin
							pos_y <= pos_y - 1;
							error <= 1'b0;
				  		end else begin
				  			error <= 1'b1;
				  		end
				  	end 
			default: pos_x = pos_x;
			endcase
		end
	end
	reg [35:0] img;
	always @(posedge clk) begin
		case (display)
			START :	begin
					img [5:0] 		= 6'b000000;
					img [11:6] 		= 6'b010010;
					img [17:12] 	= 6'b000000;
					img [23:18] 	= 6'b100001;
					img [29:24] 	= 6'b011110;
					img [35:30] 	= 6'b000000;
			end 
			ONE : 	begin
					img [5:0] 		= 6'b011100;
					img [11:6] 		= 6'b000100;
					img [17:12] 	= 6'b000100;
					img [23:18] 	= 6'b000100;
					img [29:24] 	= 6'b000100;
					img [35:30] 	= 6'b011110;
			end
			TWO : 	begin
					img [5:0] 		= 6'b111110;
					img [11:6] 		= 6'b000001;
					img [17:12] 	= 6'b011110;
					img [23:18] 	= 6'b100000;
					img [29:24] 	= 6'b100000;
					img [35:30] 	= 6'b011110;
			end
			THREE : begin
					img [5:0] 		= 6'b111111;
					img [11:6] 		= 6'b000001;
					img [17:12] 	= 6'b111111;
					img [23:18] 	= 6'b000001;
					img [29:24] 	= 6'b000001;
					img [35:30] 	= 6'b111111;
			end
			GAME : begin
				img = 0;
				case (5 - pos_y)
					3'd0: img [5:0] 	= 1 << (5 - pos_x);
					3'd1: img [11:6] 	= 1 << (5 - pos_x);
					3'd2: img [17:12] 	= 1 << (5 - pos_x);
					3'd3: img [23:18] 	= 1 << (5 - pos_x);
					3'd4: img [29:24] 	= 1 << (5 - pos_x);
					3'd5: img [35:30] 	= 1 << (5 - pos_x);
					default: img 		= 36'd0;
				endcase
				end
			DEAD : begin
					img [5:0] 		= 6'b000000;
					img [11:6] 		= 6'b010010;
					img [17:12] 	= 6'b000000;
					img [23:18] 	= 6'b000000;
					img [29:24] 	= 6'b011110;
					img [35:30] 	= 6'b000000;
			end
			default : begin
					img [5:0] 		= 6'b000000;
					img [11:6] 		= 6'b000000;
					img [17:12] 	= 6'b000000;
					img [23:18] 	= 6'b000000;
					img [29:24] 	= 6'b000000;
					img [35:30] 	= 6'b000000;
			end 
		endcase
	end
	led_matrix inst_led_matrix (
		.clk	(clk), 
		.img	(img), 
		.row 	(row), 
		.col 	(col)
	);
	reg [1:0] start_x = 0; 
	reg [1:0] start_y = 0;
	reg [1:0] start_dir = 0;
	wire pulse_random;
	always @(posedge clk) begin
		if (pulse_random) begin
			start_x <= start_x + 1;
			start_dir <= start_dir - 1;
			if (start_x == 2'd2) begin
				start_y <= start_y + 1;
			end
		end
	end
	clk_div_hz #(
		.FREQUENCY(2001)
	) inst_clk_div_hz_1 (
		.clk          (clk),
		.rst          (1'b0),
		.enable       (1'b1),
		.dividedClk   (),
		.dividedPulse (pulse_random)
	);
	clk_div_hz #(
		.FREQUENCY(1)
	) inst_clk_div_hz_0 (
		.clk          (clk),
		.rst          (clk_1Hz_rst),
		.enable       (1'b1),
		.dividedClk   (),
		.dividedPulse (pulse_1Hz)
	);
	debounce debounce_up
	(
		.clk            (clk),
		.button         (btn_up),
		.button_db      (),
		.button_rising  (btn_up_rising),
		.button_falling ()
	);
	debounce debounce_left
	(
		.clk            (clk),
		.button         (btn_left),
		.button_db      (),
		.button_rising  (btn_left_rising),
		.button_falling ()
	);
	debounce debounce_right
	(
		.clk            (clk),
		.button         (btn_right),
		.button_db      (),
		.button_rising  (btn_right_rising),
		.button_falling ()
	);
	debounce debounce_down
	(
		.clk            (clk),
		.button         (btn_down),
		.button_db      (),
		.button_rising  (btn_down_rising),
		.button_falling ()
	);
endmodule
==> results_dict.tcl <==
# implementation run metrics
set metrics [dict create \
    antenna_found_initial 0 \
    hp-class "register to register" \
    leakage_uw 0.00568 \
    overflow 0 \
    yosysTopAreaCell "dfxtp_1" \
    stdcell_count 1726 \
    die_height_microns 181 \
    fp_util 0.407 \
    clk_pin_slew_ns 0.06 \
    layout-drive-gt1-share 0.0853 \
    status "complete, no violations" \
    drc_errors 0 \
    first_iter_violations 393 \
    clock_sinks 368 \
    grt_pass1_vias 7319 \
    final_util 0.481 \
    ys_types 69 \
    top_area_frac 0.458 \
    grt_max_degree 25 \
    antenna_left 0 \
    grt.total_usage 0.122 \
    maxSlewViolCount 0 \
    cellPowerDensity_nw_per_um2 735 \
    worst-setup-path-type "register to output pin" \
    synth-edff-count 73 \
    setup_tns_ns 0 \
    clockBufferDepth 3 \
    cts_tree "built" \
    first_pass_iters 4 \
    rows 65 \
    fmax_ghz 0.361 \
    cp-start-kind "register" \
    cp.required_ns 2.32 \
    num_vias 7685 \
    layout_top_cell "dfxtp_1" \
    cts_root_buf "clkbuf_16" \
    diodes 0 \
    worst_slew_pin_slew_ns 0.774 \
    routedWlPerCell_microns 10.6 \
    post-place-cells 1655 \
    fin_worst_skew_ns 0.0112 \
    postCtsHoldBufs 0 \
    endpoint_kind "output pin" \
    ys.flop_type "dfxtp_1" \
    grt_pass1_wl_microns 32800 \
    insertion_delay_ns 0.52 \
    finalCriticalPeriod_ns 2.77 \
    ys_ff 368 \
    slew-limit-headroom 0.484 \
    cp.arrival_ns 2.19 \
    viasPerCell 4.45 \
    final_cell_mix "295 x dfxtp_1, 148 x nor2_1, 118 x conb_1, 73 x edfxtp_1, 60 x nand2_1" \
    logic_area_sq_um 4930 \
    dp_hpwl_microns 12100 \
    syn-mean-instance-area_sq_um 11.4 \
    finalSetupViolations 0 \
    yosys_area_sq_um 12900 \
    gp_congestion 0.895 \
    rsz0062_at_grt "true" \
    area_leaders "dfxtp_1 46%, edfxtp_1 17%, nor2_1 4.3%" \
    ys_seq_frac 0.629 \
    flop_area_sq_um 8100 \
    ys_cells 1132 \
    syn_inst 1132 \
    finalHoldViolations 0 \
    maxCapViolations 0 \
    period_used_share 0.956 \
    coreArea_sq_um 31600 \
    ir_drop_mv 0.486 \
    portBuffers 16 \
    crit_path_max_fanout 10 \
    htreeDepth 2 \
    netlist_area_sq_um 12900 \
    numCtsBuffers 39 \
    fillCellCount 2778 \
    drt-total-wl_microns 18300 \
    yosys_warnings 7 \
    area_growth_pct 18.1 \
    pin_count 17 \
    warning_count 43 \
    fp.dieW_microns 181 \
    dieArea_sq_um 32900 \
    synthArstFlopShare 0 \
]
## kinds of logic after synthesis
| logic type | after synthesis | synth area share |
|---|---|---|
| muxes | 11 | 0.00903 |
| AOI/OAI and AO/OA | 115 | 0.0594 |
| buffers and inverters | 71 | 0.0229 |
| adders and majority gates | 34 | 0.0342 |
| DFF | 368 | 0.629 |
| other | 1 | 0.000291 |
| and+or+nand+nor | 434 | 0.179 |
| xor gates and xnor gates | 98 | 0.0666 |
## power breakdown
group	internal (uW)	switching [uW]
logic	233	304
registers	5610	229
clock network	2860	1950
## worst paths after layout
check	start	to	slack [ns]	depth (start not counted)
max	inst_led_matrix.rowCnt[1]	row[4]	0.13	4
min	debounce_right.inputShift[0]	debounce_right.inputShift[1]	0.33	0
max reg2reg	direction[0]	pos_x[2]	0.63	6
min reg2reg	debounce_right.inputShift[0]	debounce_right.inputShift[1]	0.33	0
## what timing repair did
action,CTS,global route
endpoints found under the setup margin,0,3
buffers inserted,0,0
resized,0,2
## state kept, by name (all words and copies together) (netlist names), 4 cells and up
| register | cells |
|---|---|
| prev_direction | 4 |
| debounce_left.shiftReg | 8 |
| img | 36 |
| debounce_down.inst_clockDividerHz.counter | 32 |
| direction | 4 |
| display | 4 |
| debounce_right.inst_clockDividerHz.counter | 32 |
| debounce_down.shiftReg | 8 |
| inst_clk_div_hz_0.counter | 32 |
| debounce_left.inst_clockDividerHz.counter | 32 |
| inst_led_matrix.inst_clockDividerHz.counter | 32 |
| debounce_up.inst_clockDividerHz.counter | 32 |
| inst_led_matrix.colOut | 6 |
| debounce_right.shiftReg | 8 |
| debounce_up.shiftReg | 8 |
| inst_clk_div_hz_1.counter | 32 |
## worst max-delay path, cell delays in order (launching register included)
cell and delay [ns]:
edfxtp_1 0.46, inv_1 0.21, ha_2 0.34, and2_1 0.20, clkdlybuf4s50_1 0.47
## synth_stat cells (25+ instances only)
cell type,n
xor2_1,59
nor2_1,148
dfxtp_1,295
nand4_1,27
nor4_1,25
nand2_1,60
ha_1,32
inv_1,52
xnor2_1,39
o21ai_0,39
edfxtp_1,73
nand3_1,50
## routing by layer
layer	global-route usage	up-vias	routed length, microns
met2	0.175	93	7590
met1	0.200	3415	9490
met5	0	-	0
met3	0.0213	42	752
li1	-	4135	-
met4	0.0325	0	480
## metrics by stage
stage               total power, uW  setup slack [ns]  cell area, sq um  hold WS, ns
global placement               6480             0.633             13900        0.316
global route                  11700          -0.00410             15200        0.341
finish                        11200             0.128             15200        0.326
floorplan                      6290             0.779             13300        0.310
CTS                           11400           0.00121             15200        0.328
detailed placement             6480             0.569             13900        0.320
## final cells by class
type / count / share of cell area
Tap cell: 402 / 0.0330
Inverter: 52 / 0.0128
Sequential cell: 368 / 0.532
Clock inverter: 22 / 0.0126
Multi-Input combinational cell: 810 / 0.324
Timing Repair Buffer: 23 / 0.0140
Clock buffer: 49 / 0.0714
Power figures rest on the tool's default switching activity, not on a simulated workload.
